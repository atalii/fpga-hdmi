[./design.v]
module top(
	input wire clk,
	input wire [7:0] neighbors,
	output wire alive,
);
	logic alive = 0;
	always @(posedge clk) begin
		alive <= (alive && $countones(neighbors) == 2) || $countones(neighbors) == 3;
	end
endmodule
[./config.mk]
export PLATFORM = sky130hd
export DESIGN_NAME = top
export DESIGN_NICKNAME = top
export VERILOG_FILES = /design/flow/design.v
export SDC_FILE = /design/flow/constraint.sdc
export NUM_CORES = 4
export LEC_CHECK = 1
export CORE_AREA = 10 10 70 70
export DIE_AREA = 0 0 80 80
[./run.sh]
#!/bin/bash
# OpenROAD 26Q1-2900-gdf79404cd8, Yosys 0.63+post, stock flow scripts
make -C /OpenROAD-flow-scripts/flow DESIGN_CONFIG=/design/flow/config.mk WORK_HOME=/design/flow/orfs finish
[./constraint.sdc]
current_design top

set clk_period 2.4
set clk_io_pct 0.2

create_clock -name clk0 -period $clk_period [get_ports {clk}]

set non_clock_inputs [all_inputs -no_clocks]
set_input_delay [expr $clk_period * $clk_io_pct] -clock clk0 $non_clock_inputs
set_output_delay [expr $clk_period * $clk_io_pct] -clock clk0 [all_outputs]
==> impl_metrics.ini <==
; physical design summary
[die]
fp.dieArea_sq_um = 6400
io_pins = 10
starting_density = 0.0535
chipHeight_um = 80
fp.coreArea_sq_um = 3420
placementRows = 21
horizontal_extent_of_the_die_um = 80

[grt]
track_usage = 0.0168
grt_pass1_wl_um = 862
grt.met3_usage = 0.00795
grt.overflow.total = 0
grt_busiest_layer = met1
gr-usage-met2 = 0.0193
maximum_number_of_pins_on_one_net_before_global_route_repair = 3
grt_antenna_before_repair = 1
grt_pass1_vias = 179
routing_usage_on_met1 = 0.0276

[job]
cap_violations = 0
warnings = 31

[setup_path]
crit_type = primary input to register
r2r.worst_path.cells = 2
worst_ep_required_time_ns = 2.32
cp-start-kind = primary input
crit_path_end_kind = register
cp_max_fanout = 2
signal_arrival_time_at_the_worst_endpoint_ns = 2.63

[synth]
yosys_register_bits = 1
postSynthCellCount = 17
synthTopLogicFamily = adder cells
muxShareOfSynthArea = 0
mapped_cell_area_sq_um = 183
yosys.area_share.adder = 0.644
synthTopCellsByArea = fa_1, ha_1, dfxtp_1
synthXorXnorAreaFrac = 0
synthesized_chip_area_reported_by_yosys_sq_um = 183
top_area_frac = 0.438
synth-compound-area-share = 0.0342
ys_sh_simple = 0.151
synthDominantAreaCellType = fa_1
register_area_share_after_synthesis = 0.110
syn_avg_cell_area_sq_um = 10.7
synth.yosys.warnings = 1
ys_types = 9
yosys-stat-cells = 17

[route]
number_of_detailed_routing_iterations_run_before_antenna_repair = 1
post_drt_wl_per_cell_um = 7.27
drt_first_iter_violations = 0
route.detailed.drc = 0
antenna_left = 0
vias = 160
finalWirelength_um = 545
avgViaCountPerCell = 2.13

[status]
failed_checks = setup timing
status = finished with violations

[final_layout]
largest_register_ff_count = 1
fillCellCount = 397
max_flop_register = alive
fin_cells = 75
drive_gt1_frac = 0.464
biggestRegsByFlops = alive x1
area.growth.synth_to_final_pct = 106

[power_and_ir_drop]
pwr_density_cell_nw_per_um2 = 369
power.static_leakage_nw = 0.144
ir_worst_vdd_mv = 0.0526

[timing]
layout_min_cycle_time_ns = 2.70
max_frequency_mhz = 370
finalMaxSlewViolations = 0
setup_viol = 1
final_hold_viol_count = 0
layout_setup_ws_ns = -0.302
worstMarginPinSlew_ns = 0.179
fin_setup_tns_ns = -0.302
grt_setup_unrepaired = true
min_period_over_period = 1.13
finalClockSkew_ns = 0
timing.max_slew.rel_slack = 0.881
fin_hold_ws_ns = 0.505

[hold_path]
min-delay-path-class = register to register
min_path_cells = 2

[clock_network]
clk_pin_slew_worst_paths_ns = 0
clock_latency_ns = 0

[placement]
io_buffer_count = 9
dpl.cell_count = 73
gpl.final_weighted_congestion = 0.725
-- layout make-up --
class / count / area [sq um] / share of cell area
diodes: 1 / 2.50 / 0.00664
flip-flops and latches: 1 / 20.0 / 0.0532
repair buffers: 11 / 100 / 0.266
well taps: 46 / 57.6 / 0.153
inverters: 3 / 11.3 / 0.0299
multi-input cells: 13 / 185 / 0.492
-- cells in the final DEF (no fill, tap or decap), types with 2 or more instances in the layout --
master	netlist	final
clkdlybuf4s50_1	0	4
inv_1	3	2
fa_1	4	2
fa_2	0	2
ha_1	3	2
buf_6	0	2
dlygate4sd2_1	0	2
buf_4	0	2
-- Yosys cell counts --
cell,number
nor3_2,1
ha_1,3
nor2b_1,1
inv_1,3
nor2_1,2
nand2_1,1
dfxtp_1,1
a31oi_1,1
fa_1,4
-- stage by stage --
stage / instance area, sq um / util / worst slack (ns) / power [W]
after floorplan: 185 / - / -0.139 / 0.0000784
after global placement: 340 / 0.0996 / -0.665 / 0.000113
after detailed placement: 340 / 0.0996 / -0.756 / 0.000121
after CTS: 368 / 0.108 / -0.337 / 0.000141
after global routing: 377 / 0.110 / -0.355 / 0.000153
final: 377 / 0.110 / -0.302 / 0.000139
-- cell families (layout without fill, tap and decap cells) --
group | after synthesis | after routing
other | 0 | 1
adders and majority gates | 7 | 7
and+or+nand+nor | 5 | 5
buffers and inverters | 3 | 14
DFF | 1 | 1
AOI/OAI and AO/OA | 1 | 1
-- layer usage --
metal	wire, um	part of all wire
met5	0	0
met4	0	0
met3	76	0.14
met2	155	0.28
met1	313	0.57
-- repair_timing --
item	in CTS	in global routing
endpoints found under the setup margin	1	1
setup buffers	1	0
pin swaps	7	5
cloned	0	0
hold buffers	0	0
resized	21	1
-- final timing paths --
path,start,end,slack [ns]
worst min-delay path,alive,alive,0.50
worst max-delay path,neighbors[0],alive,-0.30
worst max register to register,alive,alive,1.83
worst min register to register,alive,alive,0.50
-- critical path: stages --
cell and delay (ns):
buf_6 0.09, fa_1 0.59, fa_1 0.45, fa_2 0.36, inv_2 0.06, fa_2 0.42, nor3_2 0.17
-- where the power goes --
part | switching (W) | total, W | internal, W
sequential | 0.00000252 | 0.0000251 | 0.0000226
clock | 0 | 0.0000000000557 | 0.0000000000557
combinational | 0.0000477 | 0.000114 | 0.0000662
No activity file was given, so power comes from the tool's default toggle rates.
