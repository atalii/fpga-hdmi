==> flow/design.v <==
module tmds(
	input wire clk,
	input reg [7:0] din,
	output reg [9:0] encoded
);
	logic [8:0] q_m;
	logic [9:0] q_out;
	logic signed [31:0] n1, n0, n1q7, n0q7;
	logic signed [31:0] cnt = 0;
	function logic signed [31:0] countones(input logic [7:0] in);
		countones = 0;
		for (int i = 0; i < 7; i++) begin
			countones = countones + {30'b0, in[i]};
		end
	endfunction
	always @(posedge clk) begin
		n1 = countones(din);
		if (n1 > 4 || (n1 == 4 && din[0])) begin
			q_m[0] = din[0];
			q_m[1] = !(q_m[0] ^ din[1]);
			q_m[2] = !(q_m[1] ^ din[2]);
			q_m[3] = !(q_m[2] ^ din[3]);
			q_m[4] = !(q_m[3] ^ din[4]);
			q_m[5] = !(q_m[4] ^ din[5]);
			q_m[6] = !(q_m[5] ^ din[6]);
			q_m[7] = !(q_m[6] ^ din[7]);
			q_m[8] = 0;
		end else begin
			q_m[0] = din[0];
			q_m[1] = q_m[0] ^ din[1];
			q_m[2] = q_m[1] ^ din[2];
			q_m[3] = q_m[2] ^ din[3];
			q_m[4] = q_m[3] ^ din[4];
			q_m[5] = q_m[4] ^ din[5];
			q_m[6] = q_m[5] ^ din[6];
			q_m[7] = q_m[6] ^ din[7];
			q_m[8] = 1;
		end
		n1q7 = countones(q_m[7:0]);
		n0q7 = 8 - n1q7;
		if (cnt == 0 || n1q7 == n0q7) begin
			q_out[9] = ~q_m[8];
			q_out[8] = q_m[8];
			q_out[7:0] = q_m[8] ? q_m[7:0] : ~q_m[7:0];
			if (q_m[8] == 0) begin
				cnt = cnt + (n0q7 - n1q7);
			end else begin
				cnt = cnt + (n1q7 - n0q7);
			end
		end else begin
			if ((cnt > 0 && n1q7 > n0q7) || (cnt < 0 && n0q7 > n1q7)) begin
				q_out[9] = 1;
				q_out[8] = q_m[8];
				q_out[7:0] = ~q_m[7:0];
				cnt = cnt + 2 * q_m[8] + (n0q7 - n1q7);
			end else begin
				q_out[9] = 0;
				q_out[8] = q_m[8];
				q_out[7:0] = q_m[7:0];
				cnt = cnt - 2 * !q_m[8] + (n1q7 - n0q7);
			end
		end
		encoded = q_out;
	end
endmodule
==> flow/run.sh <==
#!/bin/bash
# OpenROAD 26Q1-2900-gdf79404cd8, Yosys 0.63+post, stock flow scripts
make -C /OpenROAD-flow-scripts/flow DESIGN_CONFIG=/design/flow/config.mk WORK_HOME=/design/flow/orfs finish
==> flow/config.mk <==
export PLATFORM = sky130hd
export DESIGN_NAME = tmds
export DESIGN_NICKNAME = tmds
export VERILOG_FILES = /design/flow/design.v
export SDC_FILE = /design/flow/constraint.sdc
export NUM_CORES = 4
export LEC_CHECK = 1
export CORE_UTILIZATION = 30
==> flow/constraint.sdc <==
current_design tmds

set clk_period 14.8
set clk_io_pct 0.2

create_clock -name clk0 -period $clk_period [get_ports {clk}]

set non_clock_inputs [all_inputs -no_clocks]
set_input_delay [expr $clk_period * $clk_io_pct] -clock clk0 $non_clock_inputs
set_output_delay [expr $clk_period * $clk_io_pct] -clock clk0 [all_outputs]
==> summary.txt <==
fresh numbers from the pnr run: status=finished clean, critical path's slowest cell=fa_1, gp weighted congestion=0.909, WL final=21.0 mm, clk latency late pin=0.29 ns, Core Area=0.0269 mm^2, cell taking the most area after synthesis=ha_1, Cells after DPL=1410, r2r setup slk=11.07 ns, WL/cell=14.8 um, post-route cell area=0.00891 mm^2, Mux area share=0.244%, top comb family, area=adder cells, CTS-repair resized insts=0, CTS tree=built, clk buf depth=2, largest net degree at the start of global routing=32, Inserted Clock Buffers=5, hold path start=cnt[0]$_DFFE_PP_, TritonRoute pass-1 iters=5, Critical Path Max Stage Delay=0.71 ns, actual slew at the worst max-slew pin=0.649 ns, Rel. slew slack=56.5%, layout cells sized above 1=4.18%, via count=7322, vias in the first global route=6795, Avg Cell Area, Syn=7.64 um^2, CTS Root Cell=clkbuf_16, die y size=167 um, Final Hold Vio Count=0, non-filler cells, final=1418, Worst Path Max Fanout=13, H-tree depth=2, Post-DP Area=0.00874 mm^2, Simple Share, Synth=15.5%, Max Freq=80.8 MHz, Area leader share=22.7%, vias per cell=5.16, DP HPWL=17.2 mm, pre-CTS WS=2.18 ns, Post-synth seq share=10.4%, synthesized area=0.00821 mm^2, die width=167 um, area reported by Yosys stat=0.00821 mm^2, area delta synth->final=8.55%, XOR/XNOR Fraction of Synth Area=13.9%, initial core utilization=30.5%, initial antenna violation count=0, Site Rows=60, postcts setup bufs=0, FF+latch count, synth=42, clock sink count=42, DRC=0, Main synth FF type=dfxtp_1, CP most frequent cell=fa_1, clk_skew=0.0119 ns, Final ANT Viol Nets=0, RSZ-0062 raised after global routing=no, I/O Buffers=18, Ys Warns=1, Largest cells by area=ha_1, dfxtp_1, xnor2_1, inv_1, a21oi_1, ao+oa area frac=25.6%, Log Warnings=45, final hold slack=0.565 ns, Hold-fix buffers, CTS=0, Worst EP arrival=12.55 ns, Congestion Overflow GR=0, critical setup path kind=in2reg, crit end category=flop, Hold Path Class=reg2reg, Tcrit/Tclk final=83.7%, Setup violations, final=0, TNS Setup=0 ns, total global routing track utilization=15.7%, Final Slew Violations=0, fin util=33.1%, Yosys cell types=83, Worst Setup SP=din[0], yosys stat cell total=1074, num ports=19, 1st-iter DRT viols=442, first-pass GRT wire length=35.5 mm, clk slew on worst S/H paths=0.06 ns, fin worst setup slack=2.42 ns, Post-synth EDFFs=1, Max Cap Viol=0, diode count=0, Synth Instances=1074, crit path time final=12.38 ns, yosys adder share=25.9%, crit start category=input pin, asr flop ratio synth=0%, DIE AREA=0.0280 mm^2, Critical R2R Launch=cnt[1]$_DFF_P_, Crit path required time=14.96 ns
placed cells by master (no fill, tap or decap), types with 3 or more instances in the layout:
| cell | count |
|---|---|
| a2111o_1 | 3 |
| a2111oi_0 | 5 |
| a211oi_1 | 22 |
| a21o_1 | 31 |
| a21oi_1 | 94 |
| a22oi_1 | 6 |
| a31o_2 | 3 |
| a31oi_1 | 13 |
| and2_1 | 7 |
| and3_1 | 4 |
| and4_1 | 3 |
| buf_4 | 10 |
| clkbuf_16 | 5 |
| clkdlybuf4s50_1 | 18 |
| dfxtp_1 | 41 |
| fa_1 | 13 |
| ha_1 | 149 |
| inv_1 | 140 |
| nand2_1 | 57 |
| nand2b_1 | 13 |
| nand3_1 | 21 |
| nand4_1 | 5 |
| nor2_1 | 58 |
| nor2_2 | 4 |
| nor2b_1 | 10 |
| nor3_1 | 21 |
| nor4_1 | 27 |
| o211ai_1 | 16 |
| o21a_1 | 9 |
| o21ai_0 | 47 |
| o21ai_1 | 8 |
| o21bai_1 | 11 |
| o31a_1 | 3 |
| o31ai_1 | 5 |
| or3_1 | 5 |
| xnor2_1 | 90 |
| xor2_1 | 31 |
Yosys cell counts (all sizes together) (6+ instances only):
cell    count
nand3      21
a211oi     23
a21oi      95
o21ai      56
clkbuf     30
a31oi      14
nor3       22
a22oi       6
nand2b     13
xnor2      92
a21o       33
nand2      57
o211ai     16
fa         13
ha        149
o21a        9
and2        8
dfxtp      41
o31ai       6
nand4       6
nor4       27
xor2       31
nor2       62
o21bai     11
inv       140
nor2b      11
state kept, by name, summed over array words and instances (netlist names):
| signal | count |
|---|---|
| cnt | 32 |
| encoded | 10 |
path summary, 6_finish.rpt:
check	end	depth (start not counted)
hold reg to reg	cnt[0]$_DFFE_PP_	1
setup / recovery	cnt[29]$_DFF_P_	30
setup reg to reg	cnt[30]$_DFF_P_	13
hold / removal	cnt[0]$_DFFE_PP_	1
routing by layer:
metal | vias up | wire, um | GRT usage [%]
li1 | 3834 | - | -
met1 | 3306 | 11400 | 25.9
met2 | 171 | 8140 | 22.1
met3 | 11 | 1270 | 2.31
met4 | 0 | 197 | 1.28
met5 | - | 0 | 0
area by class of cell:
class / count / area, um^2
Clock buffer: 6 / 129
Clock inverter: 2 / 37.5
Fill cell: 2810 / 18000
Inverter: 141 / 531
Multi-Input combinational cell: 858 / 6680
Sequential cell: 42 / 851
Tap cell: 341 / 427
Timing Repair Buffer: 28 / 255
critical path, delay by kind of cell:
| kind | cells | cell delay (ns) |
|---|---|---|
| buffers and inverters | 5 | 0.94 |
| AOI/OAI and AO/OA | 8 | 2.54 |
| adders and majority gates | 12 | 5.16 |
| muxes | 1 | 0.26 |
| and+or+nand+nor | 2 | 0.22 |
| xor gates and xnor gates | 2 | 0.44 |
kinds of logic after synthesis:
family                     Yosys count
and+or+nand+nor                    252
adders and majority gates          162
AOI/OAI and AO/OA                  317
DFF                                 42
muxes                                2
buffers and inverters              174
xor gates and xnor gates           125
